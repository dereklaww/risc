==> ./design.v <==
module nerv #(
	parameter [31:0] RESET_ADDR = 32'h 0000_0000,
	parameter integer NUMREGS = 32
) (
	input clock,
	input reset,
	output trap,
    output logic [31:0] x10,
	output [31:0] imem_addr,
	input  [31:0] imem_data,
	output        dmem_valid,
	output [31:0] dmem_addr,
	output [ 3:0] dmem_wstrb,
	output [31:0] dmem_wdata,
	input  [31:0] dmem_rdata
);
	logic mem_wr_enable;
	logic [31:0] mem_wr_addr;
	logic [31:0] mem_wr_data;
	logic [3:0] mem_wr_strb;
	logic mem_rd_enable;
	logic [31:0] mem_rd_addr;
	logic [4:0] mem_rd_reg;
	logic [4:0] mem_rd_func;
	logic mem_rd_enable_q;
	logic [4:0] mem_rd_reg_q;
	logic [4:0] mem_rd_func_q;
	always @(posedge clock) begin
		mem_rd_enable_q <= mem_rd_enable;
		mem_rd_reg_q <= mem_rd_reg;
		mem_rd_func_q <= mem_rd_func;
		if (reset) begin
			mem_rd_enable_q <= 0;
		end
	end
	assign dmem_valid = mem_wr_enable || mem_rd_enable;
	assign dmem_addr  = mem_wr_enable ? mem_wr_addr : mem_rd_enable ? mem_rd_addr : 32'h x;
	assign dmem_wstrb = mem_wr_enable ? mem_wr_strb : mem_rd_enable ? 4'h 0 : 4'h x;
	assign dmem_wdata = mem_wr_enable ? mem_wr_data : 32'h x;
	logic [31:0] regfile [0:NUMREGS-1];
	logic [31:0] insn;
	logic [31:0] npc;
	logic [31:0] pc;
	logic [31:0] ppc;
	logic [31:0] insn_pipeline_EX;
	logic [31:0] imem_addr_q;
	always @(posedge clock) begin
		imem_addr_q <= imem_addr;
	end
	assign imem_addr = (trap || stall_cond_IF) ? imem_addr_q : npc;
	assign insn = imem_data;
	logic [31:0] rs1_value_pipeline = !insn_rs1 ? 0 : regfile[insn_rs1];
	logic [31:0] rs2_value_pipeline = !insn_rs2 ? 0 : regfile[insn_rs2];
	logic [31:0] rs1_value; 
	logic [31:0] rs2_value;
	wire [6:0] insn_funct7;
	wire [4:0] insn_rs2;
	wire [4:0] insn_rs1;
	wire [2:0] insn_funct3;
	wire [4:0] insn_rd;
	wire [6:0] insn_opcode;
	wire [6:0] insn_funct7_pipeline;
	wire [4:0] insn_rs2_pipeline;  
	wire [4:0] insn_rs1_pipeline;  
	wire [2:0] insn_funct3_pipeline;
	wire [4:0] insn_rd_pipeline;
	wire [6:0] insn_opcode_pipeline;
	logic read_en_rs1;  
	logic read_en_rs2;  
	assign {insn_funct7, insn_rs2, insn_rs1, insn_funct3, insn_rd, insn_opcode} = insn;
	assign {insn_funct7_pipeline, insn_rs2_pipeline, insn_rs1_pipeline, insn_funct3_pipeline, insn_rd_pipeline, insn_opcode_pipeline} = insn_pipeline_EX; 
	wire [11:0] imm_i;
	assign imm_i = insn[31:20];
	wire [11:0] imm_s;
	assign imm_s[11:5] = insn_funct7, imm_s[4:0] = insn_rd;
	wire [12:0] imm_b;
	assign {imm_b[12], imm_b[10:5]} = insn_funct7, {imm_b[4:1], imm_b[11]} = insn_rd, imm_b[0] = 1'b0;
	wire [20:0] imm_j;
	assign {imm_j[20], imm_j[10:1], imm_j[11], imm_j[19:12], imm_j[0]} = {insn[31:12], 1'b0};
	wire [31:0] imm_i_sext_pipeline = $signed(imm_i);
	wire [31:0] imm_s_sext_pipeline = $signed(imm_s);
	wire [31:0] imm_b_sext_pipeline = $signed(imm_b);
	wire [31:0] imm_j_sext_pipeline = $signed(imm_j);
	logic [31:0] imm_i_sext;
	logic [31:0] imm_s_sext;
	logic [31:0] imm_b_sext;
	logic [31:0] imm_j_sext;
	always @(posedge clock) begin
		ppc <= ($signed(pc) > 0) ? pc : 0;
		imm_i_sext <= imm_i_sext_pipeline;
		imm_s_sext <= imm_s_sext_pipeline;
		imm_b_sext <= imm_b_sext_pipeline;
		imm_j_sext <= imm_j_sext_pipeline;
		insn_pipeline_EX <= (!stall_cond_IF) ? insn : 32'b00010011;;  
		rs1_value <= (rs1_fw & !block_EX) ? next_rd : rs1_value_pipeline;
		rs2_value <= (rs2_fw & !block_EX) ? next_rd : rs2_value_pipeline;
		block_EX <= block_ID;
		stall_cond_EX <= stall_cond_IF;
	end
	localparam OPCODE_LOAD       = 7'b 00_000_11;
	localparam OPCODE_STORE      = 7'b 01_000_11;
	localparam OPCODE_MADD       = 7'b 10_000_11;
	localparam OPCODE_BRANCH     = 7'b 11_000_11;
	localparam OPCODE_LOAD_FP    = 7'b 00_001_11;
	localparam OPCODE_STORE_FP   = 7'b 01_001_11;
	localparam OPCODE_MSUB       = 7'b 10_001_11;
	localparam OPCODE_JALR       = 7'b 11_001_11;
	localparam OPCODE_CUSTOM_0   = 7'b 00_010_11;
	localparam OPCODE_CUSTOM_1   = 7'b 01_010_11;
	localparam OPCODE_NMSUB      = 7'b 10_010_11;
	localparam OPCODE_RESERVED_0 = 7'b 11_010_11;
	localparam OPCODE_MISC_MEM   = 7'b 00_011_11;
	localparam OPCODE_AMO        = 7'b 01_011_11;
	localparam OPCODE_NMADD      = 7'b 10_011_11;
	localparam OPCODE_JAL        = 7'b 11_011_11;
	localparam OPCODE_OP_IMM     = 7'b 00_100_11;
	localparam OPCODE_OP         = 7'b 01_100_11;
	localparam OPCODE_OP_FP      = 7'b 10_100_11;
	localparam OPCODE_SYSTEM     = 7'b 11_100_11;
	localparam OPCODE_AUIPC      = 7'b 00_101_11;
	localparam OPCODE_LUI        = 7'b 01_101_11;
	localparam OPCODE_RESERVED_1 = 7'b 10_101_11;
	localparam OPCODE_RESERVED_2 = 7'b 11_101_11;
	localparam OPCODE_OP_IMM_32  = 7'b 00_110_11;
	localparam OPCODE_OP_32      = 7'b 01_110_11;
	localparam OPCODE_CUSTOM_2   = 7'b 10_110_11;
	localparam OPCODE_CUSTOM_3   = 7'b 11_110_11;
	logic next_wr;
	logic [31:0] next_rd;
	logic illinsn;
	logic trapped;
	logic trapped_q;
	assign trap = trapped;
	logic j_b_check;  
	logic rs1_fw, rs2_fw;
	logic block_EX;
	logic block_ID;
	logic stall_cond_IF;
	logic stall_cond_EX;
	always_comb begin
		npc = pc + 4;
		next_wr = 0;
		next_rd = 0;
		illinsn = 0;
		j_b_check = 0;  
		block_ID = 0;
		mem_wr_enable = 0;
		mem_wr_addr = 'hx;
		mem_wr_data = 'hx;
		mem_wr_strb = 'hx;
		mem_rd_enable = 0;
		mem_rd_addr = 'hx;
		mem_rd_reg = 'hx;
		mem_rd_func = 'hx;
		stall_cond_IF = 0;
		read_en_rs1 = 0;
		read_en_rs2 = 0;
		rs1_fw = 0;
		rs2_fw = 0;
		if (insn_rd_pipeline)  
			case (insn_opcode)
				OPCODE_JALR:	begin read_en_rs1 = 1; end
				OPCODE_LOAD:	begin read_en_rs1 = 1; end
				default:;
			endcase
		if (!block_EX)
			case (insn_rd_pipeline)
				insn_rs1: rs1_fw = 1; 
				insn_rs2: rs2_fw = 1; 
				default:  begin rs1_fw = 0; rs2_fw = 0; end
			endcase
		if (!block_EX && !stall_cond_EX) begin
		case (insn_opcode_pipeline)
			OPCODE_LUI: begin
				next_wr = 1;
				next_rd = insn_pipeline_EX[31:12] << 12;
			end
			OPCODE_AUIPC: begin
				next_wr = 1;
				next_rd = (insn_pipeline_EX[31:12] << 12) + (pc - 4);
			end
			OPCODE_JAL: begin
				j_b_check = 1;
				next_wr = 1;
				next_rd = pc;
				npc = ppc + imm_j_sext;
				if (npc & 32'b 11) begin
					illinsn = 1;
					npc = npc & ~32'b 11;
				end
			end
			OPCODE_JALR: begin
				case (insn_funct3_pipeline)
					3'b 000  : begin
						next_wr = 1;
						j_b_check = 1;
						next_rd = pc;
						npc = (rs1_value + imm_i_sext) & ~32'b 1;
					end
					default: illinsn = 1;
				endcase
				if (npc & 32'b 11) begin
					illinsn = 1;
					npc = npc & ~32'b 11;
				end
			end
			OPCODE_BRANCH: begin
				case (insn_funct3_pipeline)
					3'b 000  : if (rs1_value == rs2_value) begin npc = ppc + imm_b_sext; j_b_check = 1; end
					3'b 001  : if (rs1_value != rs2_value) begin npc = ppc + imm_b_sext; j_b_check = 1; end
					3'b 100  : if ($signed(rs1_value) < $signed(rs2_value)) begin npc = ppc + imm_b_sext; j_b_check = 1; end
					3'b 101  : if ($signed(rs1_value) >= $signed(rs2_value)) begin npc = ppc + imm_b_sext; j_b_check = 1; end
					3'b 110  : if (rs1_value < rs2_value) begin npc = ppc + imm_b_sext; j_b_check = 1; end
					3'b 111  : if (rs1_value >= rs2_value) begin npc = ppc + imm_b_sext; j_b_check = 1; end
					default: illinsn = 1;
				endcase
				if (npc & 32'b 11) begin
					illinsn = 1;
					npc = npc & ~32'b 11;
				end
			end
			OPCODE_LOAD: begin
				mem_rd_addr = rs1_value + imm_i_sext;
				casez ({insn_funct3_pipeline, mem_rd_addr[1:0]})
					5'b 000_zz  ,
					5'b 001_z0  ,
					5'b 010_00  ,
					5'b 100_zz  ,
					5'b 101_z0  : begin
						mem_rd_enable = 1;
						mem_rd_reg = insn_rd_pipeline;
						mem_rd_func = {mem_rd_addr[1:0], insn_funct3_pipeline};
						mem_rd_addr = {mem_rd_addr[31:2], 2'b 00};
						stall_cond_IF = 1;
					end
				endcase
			end
			OPCODE_STORE: begin
				mem_wr_addr = rs1_value + imm_s_sext;
				casez ({insn_funct3_pipeline, mem_wr_addr[1:0]})
					5'b 000_zz  ,
					5'b 001_z0  ,
					5'b 010_00  : begin
						mem_wr_enable = 1;
						mem_wr_data = rs2_value;
						mem_wr_strb = 4'b 1111;
						case (insn_funct3_pipeline)
							3'b 000  : begin mem_wr_strb = 4'b 0001; end
							3'b 001  : begin mem_wr_strb = 4'b 0011; end
							3'b 010  : begin mem_wr_strb = 4'b 1111; end
						endcase
						mem_wr_data = mem_wr_data << (8*mem_wr_addr[1:0]);
						mem_wr_strb = mem_wr_strb << mem_wr_addr[1:0];
						mem_wr_addr = {mem_wr_addr[31:2], 2'b 00};
					end
					default: illinsn = 1;
				endcase
			end
			OPCODE_OP_IMM: begin
				casez ({insn_funct7_pipeline, insn_funct3_pipeline})
					10'b zzzzzzz_000  : begin next_wr = 1; next_rd = rs1_value + imm_i_sext; end 
					10'b zzzzzzz_010  : begin next_wr = 1; next_rd = $signed(rs1_value) < $signed(imm_i_sext); end
					10'b zzzzzzz_011  : begin next_wr = 1; next_rd = rs1_value < imm_i_sext; end
					10'b zzzzzzz_100  : begin next_wr = 1; next_rd = rs1_value ^ imm_i_sext; end 
					10'b zzzzzzz_110  : begin next_wr = 1; next_rd = rs1_value | imm_i_sext; end 
					10'b zzzzzzz_111  : begin next_wr = 1; next_rd = rs1_value & imm_i_sext; end
					10'b 0000000_001  : begin next_wr = 1; next_rd = rs1_value << insn_pipeline_EX[24:20]; end 
					10'b 0000000_101  : begin next_wr = 1; next_rd = rs1_value >> insn_pipeline_EX[24:20]; end
					10'b 0100000_101  : begin next_wr = 1; next_rd = $signed(rs1_value) >>> insn_pipeline_EX[24:20]; end
					default: illinsn = 1;
				endcase
			end
			OPCODE_OP: begin
				case ({insn_funct7_pipeline, insn_funct3_pipeline})
					10'b 0000000_000  : begin next_wr = 1; next_rd = rs1_value + rs2_value; end 
					10'b 0100000_000  : begin next_wr = 1; next_rd = rs1_value - rs2_value; end
					10'b 0000000_001  : begin next_wr = 1; next_rd = rs1_value << rs2_value[4:0]; end
					10'b 0000000_010  : begin next_wr = 1; next_rd = $signed(rs1_value) < $signed(rs2_value); end
					10'b 0000000_011  : begin next_wr = 1; next_rd = rs1_value < rs2_value; end
					10'b 0000000_100  : begin next_wr = 1; next_rd = rs1_value ^ rs2_value; end
					10'b 0000000_101  : begin next_wr = 1; next_rd = rs1_value >> rs2_value[4:0]; end
					10'b 0100000_101  : begin next_wr = 1; next_rd = $signed(rs1_value) >>> rs2_value[4:0]; end
					10'b 0000000_110  : begin next_wr = 1; next_rd = rs1_value | rs2_value; end
					10'b 0000000_111  : begin next_wr = 1; next_rd = rs1_value & rs2_value; end
					default: illinsn = 1;
				endcase
			end
			default: illinsn = 1;
		endcase
		end
		else if (insn_pipeline_EX == 32'b00010011); 
		if (mem_rd_enable_q) begin
			next_wr = 0;
			illinsn = 0;
			mem_rd_enable = 0;
			mem_wr_enable = 0;
		end
		if (reset || reset_q) begin
			npc = RESET_ADDR; 
			next_wr = 0;
			illinsn = 0;
			mem_rd_enable = 0;
			mem_wr_enable = 0;
		end
		if (!stall_cond_IF) stall_cond_IF = ((insn_rs1 == insn_rd_pipeline) && (next_wr || mem_rd_enable_q) && read_en_rs1) || ((insn_rs2 == insn_rd_pipeline) && (next_wr || mem_rd_enable_q) && read_en_rs2);
		if (j_b_check) block_ID = 1;  
	end
	logic reset_q;
	logic [31:0] mem_rdata;
	always_comb begin
		mem_rdata = dmem_rdata >> (8*mem_rd_func_q[4:3]);
		case (mem_rd_func_q[2:0])
			3'b 000  : begin mem_rdata = $signed(mem_rdata[7:0]); end
			3'b 001  : begin mem_rdata = $signed(mem_rdata[15:0]); end
			3'b 100  : begin mem_rdata = mem_rdata[7:0]; end
			3'b 101  : begin mem_rdata = mem_rdata[15:0]; end
		endcase
	end
	always @(posedge clock) begin
		reset_q <= reset;
		trapped_q <= trapped;
		if (!trapped && !reset && !reset_q) begin
			if (illinsn)
				trapped <= 1;
			if (!stall_cond_IF) begin
				pc <= npc;
			end
			if (mem_rd_enable_q || next_wr) begin
				regfile[mem_rd_enable_q ? mem_rd_reg_q : insn_rd_pipeline] <= mem_rd_enable_q ? mem_rdata : next_rd;
			end
            x10 <= regfile[10];
		end
		if (reset || reset_q) begin
			pc <= RESET_ADDR - (reset ? 4 : 0);
			trapped <= 0;
		end
	end
endmodule
==> ./run.sh <==
#!/bin/bash
# OpenROAD 26Q1-2900-gdf79404cd8, Yosys 0.63+post, stock flow scripts
make -C /OpenROAD-flow-scripts/flow DESIGN_CONFIG=/design/flow/config.mk WORK_HOME=/design/flow/orfs finish
==> ./config.mk <==
export PLATFORM = sky130hd
export DESIGN_NAME = nerv
export DESIGN_NICKNAME = nerv
export VERILOG_FILES = /design/flow/design.v
export SDC_FILE = /design/flow/constraint.sdc
export NUM_CORES = 4
export LEC_CHECK = 1
export CORE_UTILIZATION = 50
==> ./constraint.sdc <==
current_design nerv

set clk_period 13.1
set clk_io_pct 0.2

create_clock -name clk0 -period $clk_period [get_ports {clock}]

set non_clock_inputs [all_inputs -no_clocks]
set_input_delay [expr $clk_period * $clk_io_pct] -clock clk0 $non_clock_inputs
set_output_delay [expr $clk_period * $clk_io_pct] -clock clk0 [all_outputs]
==> run summary <==
Implementation summary

The worst setup path category is input port to output port. The remaining design rule violation count is 0. For this run, the detailed router reports a per-instance via density of 7.330. The worst setup slack before clock tree synthesis is 2267 ps. As reported, the later end of the worst-skew pair has a clock insertion delay of around 830 ps. The total area inside the core boundary comes to 163,300 um2. The number of hold violations in the final report is 0.

Looking at the critical path, the highest net fanout was 34. After legalization and detailed placement, the total HPWL measured 275,000 um. The initial antenna violation count came to 43. The final timing report lists a max-slew violation count of 0. In this run the core area contains 148 standard-cell rows. The highest supply drop recorded on VDD is 0.0002070 V. The chip area line of the yosys report is approximately 83,000 um2. Hold repair after CTS inserted 0 buffers. The source of the worst hold timing path is insn_pipeline_EX[8].

The first global-routing pass estimated 550,600 um of wire. The sequential share of the synthesized area is 44.44%. After layout, the worst setup slack is 2065 ps. The number of vias after detailed routing is 70,800.

The total setup buffers inserted after CTS is 0. The aggregate negative setup slack is 0 ps. The warning total across the stage logs is 169. The overall die area is around 170,000 um2. The count of unique library cells instantiated by Yosys is 112.

The layout summary lists the proportion of cells stronger than drive strength 1 as 18.20%. The final wirelength is 398,700 um. The via count of the first global-routing pass is 71,390.

The overflow left after global routing is 0. The die is 408.3 um tall. Port buffering added just under 200 buffers. The root buffer cell chosen for the clock tree is clkbuf_16. The worst endpoint required time is 10,480 ps. Per the gpl log, the routability congestion estimate is 1.163. The global routing usage on met1 is between 60% and 70%.

The count of instances resized after the clock tree is built is 0. The tree built by TritonCTS fans out to about 1,300 sinks. The worst reg2reg path startpoint is rs1_value[0].

The cell type with the largest total area after synthesis is edfxtp_1. The capturing element type of the critical path is an output port. The number of cell instances after yosys synthesis is 7,162.

The met2 track demand over resource in global routing is 68.92%. According to the I/O placement log, the pin count is 200. For this design the ratio of total power to cell area is 118.9 nW/um2. For the worst setup path, the data arrival time is approximately 8400 ps. In this build the clock could be raised as far as 90.62 MHz.

Post-route period utilization is reported as 84.23%. The final instance area is a little over 90,000 um2. The main area contributors are edfxtp_1, mux4_2, dfxtp_1, ha_1, mux2i_1. The average footprint of a synthesized cell is 11.52 um2. The static leakage is 34.68 nW. The global routing report lists met3 layer usage as about a third. The primary flip-flop cell chosen by synthesis mapping is edfxtp_1. The finished layout holds 9,659 standard cells, fillers aside.

The TritonCTS buffer count is roughly 140. After synthesis, the largest area contributor takes up 39.59% of total cell area. The class of the tightest hold or removal check is flop to flop. Counting tap cells, the placed design contains a total of between 9,000 and 10,000 instances. The flow ran to the end, and the final reports show no timing, DRC or antenna violations. The core utilization before placement is 50.53%.

The max-slew check reports its worst relative slack as approximately 5.4%. The slack of the worst reg-to-reg path is 5610 ps. Of all flip-flops after synthesis, the portion carrying an async set or reset was 0%. The number of H-tree levels is 4. The iteration-0 DRC count of the detailed router is around 8,300. The layout overhead on the synthesized area is 12.74%. Per the synth log, the flip-flop and latch total comes to 1,288. Overall routing resource usage recorded by global route was 51.24%. Per STA, the startpoint of the critical path is reset. The final antenna-violating net count is 0. The clock tree from TritonCTS is built.

The number of flops mapped to enable cells by yosys is 1,088. The maximum clock skew at final layout is 69.19 ps. The worst setup path is launched from an input port. The number of iterations in the first detailed-routing pass is 9. The netlist area before placement is 82,530 um2. The die outline width is 408.3 um.

The count of endpoints failing setup in the final report is 0. The transition time at the pin with the least slew margin is roughly 1400 ps. The cell count after synthesis is 7,162.

Yosys reports that the most numerous cell types are edfxtp_1, mux4_2, nor2_1, a21oi_1, nand2_1. The number of violations of the max-capacitance limit is 0. The maximum number of pins on one net before global-route repair is about 73. Subtracting the final worst setup slack from the clock period gives about 11,000 ps. After global routing, the most crowded layer is met2. The instance area after placement is between 80,000 and 90,000 um2. The yosys warning tally is 1. Setup repair after global routing left no endpoint under its margin.

For this run the top cell type by instance count after synthesis was edfxtp_1. The clock slew at the register clock pins of the worst setup and hold paths is 60 ps. The maximum count of clock buffers along a single path is 3.

The routed length per placed instance is 41.28 um.
[state kept, by name (all words and copies together), names as in the netlist]
name,flops
block_EX,1
imem_addr_q,32
imm_i_sext,6
imm_j_sext,8
imm_s_sext,11
insn_pipeline_EX,32
mem_rd_enable_q,1
mem_rd_func_q,5
mem_rd_reg_q,5
pc,32
ppc,32
regfile,1024
reset_q,1
rs1_value,32
rs2_value,32
stall_cond_EX,1
trapped,1
x10,32
[logic make-up (layout without fill, tap and decap cells)]
family,after synthesis,count (layout),share of synthesized area [%]
other,1,27,0.004544
muxes,895,895,19.12
xor gates and xnor gates,177,177,1.879
adders and majority gates,308,308,4.733
buffers and inverters,761,1057,3.631
AOI/OAI and AO/OA,2020,2020,16.48
DFF,1288,1288,44.44
and+or+nand+nor,1712,1712,9.708
[where the power goes]
| part | total (mW) | switching (mW) | leakage, nW | internal (mW) |
|---|---|---|---|---|
| clock | 3.92 | 1.71 | 2.18 | 2.20 |
| combinational | 2.62 | 1.74 | 19.1 | 0.887 |
| sequential | 4.53 | 0.0796 | 13.4 | 4.45 |
| total | 11.1 | 3.53 | 34.7 | 7.54 |
[critical path, cell delays in order]
cell             delay, ps
clkdlybuf4s50_1        810
buf_4                  410
nor3_1                 310
nand4_1                240
or2_2                  680
nand2_1                240
o21a_1                 700
mux2i_1                590
o221ai_1               400
o221ai_1               530
nor2_1                  80
a31oi_1                250
clkdlybuf4s50_1        510
[layout by cell type (no fill, tap or decap), types with 55 or more instances in the layout]
| cell type | n |
|---|---|
| edfxtp_1 | 1088 |
| mux4_2 | 534 |
| nor2_1 | 479 |
| a21oi_1 | 462 |
| nand2_1 | 459 |
| o21ai_0 | 395 |
| buf_4 | 358 |
| ha_1 | 301 |
| mux2i_1 | 259 |
| inv_1 | 245 |
| dfxtp_1 | 195 |
| clkdlybuf4s50_1 | 189 |
| nand3_1 | 166 |
| nor3_1 | 157 |
| clkbuf_16 | 139 |
| o22ai_1 | 137 |
| xnor2_1 | 128 |
| a21o_1 | 100 |
| mux2_2 | 95 |
| a211oi_1 | 87 |
| and2_1 | 77 |
| o211ai_1 | 72 |
| a221oi_1 | 63 |
| o221ai_1 | 57 |
| o31ai_1 | 55 |
[layout make-up]
class | instances | area [um2]
Clock buffer | 179 | 3692
Timing Repair Buffer | 556 | 4710
Inverter | 250 | 938.4
Tap cell | 2175 | 2721
Clock inverter | 72 | 847.1
Sequential cell | 1288 | 36680
Fill cell | 13230 | 70280
Multi-Input combinational cell | 5113 | 43390
Antenna cell | 26 | 65.06
[metal layers]
layer | vias to the layer above | part of all wire (%)
li1 | 28690 | -
met1 | 33990 | 32
met2 | 6486 | 42
met3 | 1553 | 17
met4 | 79 | 8.6
met5 | - | 0.30
[final timing paths]
kind / end / depth (start not counted)
worst min-delay path: mem_rd_reg_q[1] / 0
worst min register to register: mem_rd_reg_q[1] / 0
worst max-delay path: dmem_wdata[29] / 13
worst max register to register: regfile[10][21] / 19
[per-stage QoR]
stage / hold slack [ps] / power [mW] / util (%)
2_1_floorplan: 325.8 / 6.068 / -
3_3_place_gp: 433.4 / 7.119 / 54.15
3_5_place_dp: 434.2 / 7.107 / 54.15
4_1_cts: 447.9 / 10.98 / 56.92
5_1_grt: 457.1 / 11.35 / 56.94
6_report: 450.6 / 11.07 / 56.97
Power figures rest on the tool's default switching activity, not on a simulated workload.
